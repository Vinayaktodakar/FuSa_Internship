## design/flow/run.sh

```bash
#!/bin/bash
# OpenROAD 26Q1-2900-gdf79404cd8, Yosys 0.63+post, stock flow scripts
make -C /OpenROAD-flow-scripts/flow DESIGN_CONFIG=/design/flow/config.mk WORK_HOME=/design/flow/orfs finish
```

## design/flow/config.mk

```make
export PLATFORM = sky130hd
export DESIGN_NAME = uart_tx
export DESIGN_NICKNAME = uart_tx
export VERILOG_FILES = /design/flow/design.v
export SDC_FILE = /design/flow/constraint.sdc
export NUM_CORES = 4
export LEC_CHECK = 1
export CORE_AREA = 10 10 70 70
export DIE_AREA = 0 0 80 80
```

## design/flow/constraint.sdc

```tcl
current_design uart_tx

set clk_period 2.8
set clk_io_pct 0.2

create_clock -name clk0 -period $clk_period [get_ports {clk}]

set non_clock_inputs [all_inputs -no_clocks]
set_input_delay [expr $clk_period * $clk_io_pct] -clock clk0 $non_clock_inputs
set_output_delay [expr $clk_period * $clk_io_pct] -clock clk0 [all_outputs]
```

## design/flow/design.v

```verilog
`timescale 1ns / 1ps
module uart_tx(input clk,wr_en,enb,rst,input [7:0] data_in,output reg tx,output tx_busy);
always @(posedge clk)
    begin
        if(rst)
            tx = 1'b1;
    end
    parameter STATE_IDLE	= 2'b00;
parameter STATE_START	= 2'b01;
parameter STATE_DATA	= 2'b10;
parameter STATE_STOP	= 2'b11;
reg [7:0] data = 8'h00;
reg [2:0] bitpos = 3'h0;
reg [1:0] state = STATE_IDLE;
always@(posedge clk)
    begin
        case (state)
	STATE_IDLE: begin
		if (wr_en) begin
			state <= STATE_START;
			data <= data_in;
			bitpos <= 3'h0;
		end
	end
	STATE_START: begin
		if (enb) begin
			tx <= 1'b0;
			state <= STATE_DATA;
		end
	end
	STATE_DATA: begin
		if (enb) begin
			if (bitpos == 3'h7)
				state <= STATE_STOP;
			else
				bitpos <= bitpos + 3'h1;
			tx <= data[bitpos];
		end
	end
	STATE_STOP: begin
		if (enb) begin
			tx <= 1'b1;
			state <= STATE_IDLE;
		end
	end
	default: begin
		tx <= 1'b1;
		state <= STATE_IDLE;
	end
	endcase
end
assign tx_busy = (state != STATE_IDLE);
endmodule
```

==> out/metrics.cfg <==
[run_status]
outcome = finished, final reports clean

[placement]
io_buffers = 3
gp_congestion = 0.6401
hpwlAfterDp_um = 432.7

[route]
viasPerCell = 2.543
drt.antenna.violating_nets = 0
via_count = 206
finalWirelength_um = 505
drt-wirelength-per-cell_um = 6.235
dr.first_iter.drc_count = 5
detail_route.antenna_diodes = 0
drt_first_pass_iters = 2
drcViolationCount = 0

[critical_path]
cp.arrival_ps = 1450
r2r_cell_count = 4
regToRegStartpoint = state[0]
critical_path_required_ps = 2240
critPathCaptureType = output pin
rrSetupSlack_ps = 1090
slowest_stage = clkdlybuf4s50_1
critical_path.cell_chain = inv_1 -> ha_1 -> inv_1 -> clkdlybuf4s50_1
critPathKind = flip-flop to output pin
crit_path_max_incr_delay_ps = 450
timing.critical_path.mode_cell = inv_1
setup.worst_path.start_class = flip-flop
timing.critical_path.fanout_max = 4
worst_r2r_endpoint = state[1]
cp-endpoint = tx_busy
worstSetupStartpoint = state[0]

[timing]
clock-skew-final_ps = 0.8784
finalHoldViolations = 0
timing.hold.ws_ps = 566.1
final_period_demand_of_the_worst_path_ps = 2006
finalSetupTns_ps = 0
timing.final.setup_violations = 0
rsz0062_at_grt = no
timing.fmax_mhz = 498.6
period_used_share = 0.7163
timing_max_transition_violations_final = 0

[grt]
groute.usage.overall = 0.01748
first_global_vias = 224
globalRoute.totalOverflow = 0
grt_start_max_net_pins = 9
grt_first_pass_wirelength_um = 910
initial_antenna_violation_count = 0

[power]
report.power.total_uw = 444.2
powerDensity_mw_per_mm2 = 989.0
ir_drop_mv = 0.2738
power_leakage_nw = 0.1752

[final_layout]
drive_gt1_frac = 0.1714
fill_cells = 397
synth_to_final_area_change_pct = 31.02
final_core_utilization = 0.1315

[clocking]
cts_hold_buf = 0
clock_insertion_delay_worst_skew_ps = 240
tritoncts.num_buffers = 3
cts.sinks = 5
cts-root-buf = clkbuf_4
clk_pin_slew_ps = 40
htree_levels = 1
post-cts-setup-buffer-count = 0
clockBufferDepth = 2
postCtsResizedCells = 0
cts_tree = yes

[synth]
post_synth_inst_count = 29
synth.ff_latch_count = 5
yosysTopAreaCell = edfxtp_1
synth-area-yosys_um2 = 342.8
synth_area_um2 = 342.8
netlist.area_leader.share = 0.4380
yosys_warnings = 3
synth_cell_types = 14
post_synth.cell_area_avg_um2 = 11.82
yosysCellCount = 29
yosys.stat.seqShare = 0.4380
synth.area.top_cells = edfxtp_1 44%, ha_1 26%, and2_2 4.4%

[die]
rows = 21
floorplan_core_area_mm2 = 0.003416
die_area_mm2 = 0.006400
ios = 14
dieHeight_um = 80
fp.dieW_um = 80
fp_util = 0.1004

[run]
count_of_maximum_capacitance_violations = 0
warning_count = 38

[worst_hold_path]
hold_class = flip-flop to flip-flop

## cell families after synthesis
family / Yosys count / share of synthesized area
buffers and inverters: 4 / 0.05475
other: 1 / 0.01094
DFF: 5 / 0.4379
AOI/OAI and AO/OA: 3 / 0.06569
and+or+nand+nor: 9 / 0.1752
adders and majority gates: 7 / 0.2555
## synthesized netlist by cell type (all sizes together)
cell    n
a21oi   1
or2     1
and2    2
a21boi  1
nand3b  1
nor4    2
buf     1
o21ba   1
inv     3
edfxtp  5
ha      7
nor2b   2
nand2b  1
conb    1
## cells in the final DEF (no fill, tap or decap)
master / instances
ha_1: 7
edfxtp_1: 5
inv_1: 3
clkbuf_4: 3
clkdlybuf4s50_1: 3
nor2b_1: 2
nor4_1: 2
and2_2: 2
or2_1: 1
nand2b_1: 1
nand3b_1: 1
a21oi_1: 1
o21ba_2: 1
a21boi_0: 1
conb_1: 1
clkbuf_1: 1
## routing by layer
layer	vias to the layer above	part of all wire	global-route usage
li1	108	-	-
met1	94	0.47	0.02234
met2	2	0.44	0.02247
met3	2	0.051	0.009091
met4	0	0.034	0.01056
met5	-	0	0
## stage by stage
step | setup WS (ps) | area, um2 | instances
after floorplan | 1299 | 342.8 | 29
after global placement | 821.9 | 422.9 | 77
after detailed placement | 781.1 | 422.9 | 77
after CTS | 767.9 | 449.2 | 81
after global routing | 690.8 | 449.2 | 81
final | 794.3 | 449.2 | 81
## power breakdown
part           total (mW)  switching [mW]  internal (mW)  leakage, nW
Clock              0.0809          0.0271         0.0537       0.0150
Combinational       0.192          0.0969         0.0955        0.112
Sequential          0.171          0.0204          0.151       0.0482
## worst min-delay path by stage
stage,from,to,slack [ps],cells past startpoint
after CTS,bitpos[0],bitpos[0],570,1
after global routing,bitpos[0],bitpos[0],610,1
final,bitpos[0],bitpos[0],570,1
## worst max-delay path, delay by kind of cell (launching register included)
kind | cells | cell delay, ps
buffers and inverters | 3 | 600
DFF | 1 | 370
adders and majority gates | 1 | 240
## layout make-up
cell class	instances	area, um2	area share
well taps	46	57.56	0.1281
inverters	3	11.26	0.02507
flip-flops and latches	5	150.1	0.3343
multi-input cells	20	173.9	0.3872
repair buffers	3	30.03	0.06685
clock buffers	4	26.28	0.05850
## sequential cells by signal, indices dropped and copies added (netlist names)
register and cells:
bitpos 3, state 2
Power is estimated from default activity; no workload was simulated.
