File: /design/flow/run.sh
#!/bin/bash
# OpenROAD 26Q1-2900-gdf79404cd8, Yosys 0.63+post, stock flow scripts
make -C /OpenROAD-flow-scripts/flow DESIGN_CONFIG=/design/flow/config.mk WORK_HOME=/design/flow/orfs finish
File: /design/flow/config.mk
export PLATFORM = sky130hd
export DESIGN_NAME = baud_rate_genrator
export DESIGN_NICKNAME = baud_rate_genrator
export VERILOG_FILES = /design/flow/design.v
export SDC_FILE = /design/flow/constraint.sdc
export NUM_CORES = 4
export LEC_CHECK = 1
export CORE_AREA = 10 10 90 90
export DIE_AREA = 0 0 100 100
File: /design/flow/constraint.sdc
current_design baud_rate_genrator

set clk_period 3.7
set clk_io_pct 0.2

create_clock -name clk0 -period $clk_period [get_ports {clock}]

set non_clock_inputs [all_inputs -no_clocks]
set_input_delay [expr $clk_period * $clk_io_pct] -clock clk0 $non_clock_inputs
set_output_delay [expr $clk_period * $clk_io_pct] -clock clk0 [all_outputs]
File: /design/flow/design.v
`timescale 1ns / 1ps
module baud_rate_genrator(input clock,reset,output reg enb_tx,enb_rx
    );
    parameter clk_freq = 100000000;  
    parameter baud_rate = 9600;  
    reg [15:0] counter_tx;  
    reg [15:0] counter_rx;  
    parameter divisor_tx = clk_freq/baud_rate;  
    parameter divisor_rx = clk_freq/(16 *baud_rate);     
    always@(posedge clock)
        begin
            if(reset)
                begin
                    counter_tx <= 0;
                    enb_tx = 0;
                    enb_rx = 0;
                 end
            else if(counter_tx == divisor_tx - 1)
                begin
                    enb_tx = 1;
                    counter_tx = 0;
                 end
              else
                begin
                   counter_tx <= counter_tx + 1'b1;
                   enb_tx = 0;
               end
     end
        always@(posedge clock)
            begin
                if(reset)
                    begin
                        counter_rx <= 0;
                     end
                else if(counter_rx == divisor_rx - 1)
                    begin
                        counter_rx <= 0;
                        enb_rx = 1;
                     end
                  else
                    begin
                        counter_rx <= counter_rx + 1;
                        enb_rx = 0;
                   end
         end
endmodule
==> impl_metrics.json <==
{
  "ys_types": 19,
  "finalNonFillerCells": 165,
  "post-route-cell-area_sq_um": 892,
  "dr.pass1.iters": 4,
  "power_uw": 329,
  "timing.fmax_mhz": 550,
  "reg2reg_slack_ns": 1.88,
  "grt_overflow": 0,
  "rsz0062_at_grt": "false",
  "startpoint_type": "register",
  "design.core.area_sq_um": 6280,
  "grt_usage_pct": 2.64,
  "dieWidth_um": 100,
  "place_area_sq_um": 846,
  "ys_area_sq_um": 748,
  "r2r_end": "counter_tx[7]$_SDFF_PP0_",
  "pin_count": 4,
  "ant_nets": 0,
  "die_y_um": 100,
  "rr_startpoint": "counter_tx[9]$_SDFF_PP0_",
  "diodes": 0,
  "hold_class": "reg2reg",
  "via_count": 529,
  "worstHoldStart": "counter_tx[0]$_SDFF_PP0_",
  "drcViolationCount": 0,
  "p_seq_share_pct": 57.2,
  "insertion_delay_ns": 0.25,
  "period_needed_ns": 1.82,
  "setup_violations": 0,
  "powerDensity_nw_per_um2": 369,
  "hpwl_um": 904,
  "peakVddDrop_mv": 0.172,
  "syn_to_final_growth_pct": 19.2,
  "syn_area_per_cell_sq_um": 8.91,
  "clk_pin_slew_ns": 0.06,
  "cap_viol_max_count": 0,
  "grt_pass1_vias": 538,
  "worst_setup_path_end_kind": "register",
  "status": "completed",
  "setup_ws_ns": 1.88,
  "drt-wirelength-per-cell_um": 7.50,
  "post-place-ws_ns": 1.91,
  "worst_ep_arrival_time_ns": 1.95,
  "pwr-share-clk_pct": 39.9,
  "numSynthFlops": 17,
  "slew_viol_final": 0,
  "layout-drive-gt1-share_pct": 7.95,
  "ys_seq_share_pct": 45.5,
  "required_ns": 3.83,
  "h-tree-depth": 1,
  "grt_max_degree": 16,
  "hold_violations": 0,
  "final_cell_mix": "21 x nor2_1, 17 x dfxtp_1, 13 x xnor2_1",
  "fp_util_pct": 11.9,
  "p_leak_nw": 0.264,
  "routed_wirelength_um": 1240,
  "grt_first_pass_wirelength_um": 2310,
  "portBuffers": 2,
  "skew_ns": 0.00470,
  "cts_tree": "yes",
  "rr_worst_depth": 4,
  "min_period_over_period_pct": 49.1,
  "warnings": 25,
  "initialDrtViolationCount": 31,
  "mappedNetlistArea_sq_um": 748,
  "clock_sinks": 17,
  "gp_congestion": 0.812,
  "dp.cells": 161,
  "antenna_found_initial": 0,
  "whs_ns": 0.466,
  "cts-resized-gates": 0,
  "clockRootBuffer": "clkbuf_8",
  "whs_path_depth": 1,
  "path_max_fanout": 15,
  "comb_power_share_pct": 2.8,
  "internal_power_uw": 265,
  "die-area_sq_um": 10000,
  "whs_endpoint": "counter_tx[0]$_SDFF_PP0_",
  "postCtsSetupBuffers": 0,
  "p_sw_share_pct": 19.6,
  "yosys_warnings": 3,
  "final_common_cell": "nor2_1",
  "placementRows": 29,
  "ys_cells": 84,
  "numCtsBuffers": 3,
  "clockBufferDepth": 2,
  "setup_tns_ns": 0,
  "viasPerCell": 3.21,
  "synthCells": 84,
  "fin_util_pct": 14.2,
  "cts_hold_buf": 0,
  "critPathKind": "reg2reg",
  "power_switching_uw": 64.7
}
worst max-delay path: stages, from the launching register on:
cell	delay, ns
dfxtp_1	0.38
or4_1	0.53
or4_4	0.55
nand2b_4	0.18
nor2_1	0.07
worst max-delay path by stage:
stage / cells after the start / end / slack [ns] / from
final: 4 / counter_tx[7]$_SDFF_PP0_ / 1.88 / counter_tx[9]$_SDFF_PP0_
after global routing: 4 / counter_tx[7]$_SDFF_PP0_ / 1.79 / counter_tx[9]$_SDFF_PP0_
after CTS: 4 / counter_tx[7]$_SDFF_PP0_ / 1.89 / counter_tx[9]$_SDFF_PP0_
metal layers:
metal	wire [um]	vias up	part of all wire (%)	global-route usage, %
met4	44	0	3.6	0.870
li1	-	287	-	-
met2	492	10	40	4.03
met1	651	230	53	3.61
met3	49	2	4.0	0.625
met5	0	-	0	0
sequential cells by signal, summed over array words and instances (netlist names):
name	cells
counter_tx	16
enb_tx	1
power groups by stage:
stage | combinational (mW) | sequential, mW | clock, mW
after CTS | 0.00949 | 0.188 | 0.138
after global routing | 0.0111 | 0.188 | 0.149
final | 0.00938 | 0.188 | 0.132
cells in the mapped netlist:
cell       n  area, sq um
buf_4      1         7.51
nand4_1    5         31.3
nand2b_4   1         13.8
or4b_4     1         13.8
xnor2_1   13          114
dfxtp_1   17          340
inv_1      4         15.0
conb_1     1         3.75
nand3b_1   1         7.51
or4_4      1         11.3
ha_1       1         12.5
nand2_1    3         11.3
nand3_1    4         20.0
nor2_1    21         78.8
xor2_1     1         8.76
nor3_1     3         15.0
nor4_1     4         25.0
or4_1      1         7.51
buf_6      1         11.3
logic make-up after synthesis:
group | Yosys count | share of synthesized area (%)
xor gates and xnor gates | 14 | 16.4
adders and majority gates | 1 | 1.67
buffers and inverters | 6 | 4.51
DFF | 17 | 45.5
other | 1 | 0.501
and+or+nand+nor | 45 | 31.4
cell type report:
class | count | area [sq um]
clock buffer | 3 | 41.3
clock inverter | 1 | 5.00
fill | 687 | 5390
inverter | 4 | 15.0
multi-input combinational | 61 | 374
sequential | 17 | 340
tap | 77 | 96.3
timing repair buffer | 2 | 20.0
No activity file was given, so power comes from the tool's default toggle rates.
